[flow/config.mk]
export PLATFORM = sky130hd
export DESIGN_NAME = EX_MEM
export DESIGN_NICKNAME = EX_MEM
export VERILOG_FILES = /design/flow/design.v
export SDC_FILE = /design/flow/constraint.sdc
export NUM_CORES = 4
export LEC_CHECK = 1
export CORE_AREA = 10 10 193 193
export DIE_AREA = 0 0 203 203
[flow/constraint.sdc]
current_design EX_MEM

set clk_period 1.0
set clk_io_pct 0.2

create_clock -name clk0 -period $clk_period [get_ports {clk}]

set non_clock_inputs [all_inputs -no_clocks]
set_input_delay [expr $clk_period * $clk_io_pct] -clock clk0 $non_clock_inputs
set_output_delay [expr $clk_period * $clk_io_pct] -clock clk0 [all_outputs]
[flow/design.v]
`timescale 1ns / 1ns
module EX_MEM(
	                input clk,
                        input reset,
                   input memtoreg_in,
                   input regwrite_in,
                   input [3:0] memwrite_in,
                   input [31:0] ALUout_in,
                   input [31:0] rdata2_in,
	                input invalid_in,
                   input [31:0] immgen_in,
                   input [1:0] regin_in,
                   input [31:0] PC_plus4_in,
	                input [31:0] inst_data_in,	 
	                output logic invalid_out,
                   output logic [31:0] rdata2_out,
                   output logic [31:0] ALUout_out,
                   output logic [3:0] memwrite_out,
                   output logic regwrite_out,
                   output logic memtoreg_out,
                   output logic [31:0] immgen_out,
                   output logic [1:0] regin_out,
                   output logic [31:0] PC_plus4_out,
	                output logic [31:0] inst_data_out
                                                        );
always_ff @(posedge clk)begin
     if(reset) begin
	regin_out = 0;
	memtoreg_out = 0;
	memwrite_out = 0;
	PC_plus4_out = 0;
	ALUout_out = 0;
	rdata2_out = 0;
	immgen_out = 0;
	regwrite_out = 0;
	inst_data_out = 0;
	invalid_out =0;
      end
     else begin  
	regin_out <= regin_in;
	memtoreg_out <= memtoreg_in;
	memwrite_out <= memwrite_in;
	PC_plus4_out <= PC_plus4_in;
	ALUout_out <= ALUout_in;
	rdata2_out <= rdata2_in;
	immgen_out <= immgen_in;
	regwrite_out <= regwrite_in;
	inst_data_out <= inst_data_in;
	invalid_out <= invalid_in;
           end	
	end
endmodule
[flow/run.sh]
#!/bin/bash
# OpenROAD 26Q1-2900-gdf79404cd8, Yosys 0.63+post, stock flow scripts
make -C /OpenROAD-flow-scripts/flow DESIGN_CONFIG=/design/flow/config.mk WORK_HOME=/design/flow/orfs finish
==> flow_summary_export.csv <==
group,metric,value,unit
status,status,"finished, violations left",
status,failed_checks,"negative setup slack",
yosys,synth_stat.cells,356,
yosys,synth_largest_type_area_fraction,0.744,
yosys,simple_gate_area_share,0.237,
final_timing,maxSlewViolCount,0,
final_timing,setup-violations-final,169,
cells_and_area,comb_area,0.00108,mm²
clock_network,tritoncts_num_sinks,169,
route,totalWireLength,17500,µm
worst_hold_path,hold_crit_class,"in2reg",
yosys,enable_flop_cells,0,
yosys,yosysUniqueCellTypes,6,
yosys,xor_xnor_share_of_the_synthesized_area,0,
final_timing,period_utilization,1.12,
final_timing,hold_violations,0,
cells_and_area,layoutNonFillerInstCount,1163,
die,fp_util,0.139,
placement,place.gp.congestion,0.806,
route,drt-initial-drc-count,90,
grt,groute.usage.overall,0.0821,
worst_setup_path,slowest_stage,"dfxtp_4",
yosys,yosysMostFrequentCell,"dfxtp_1",
cells_and_area,fillers,3507,
die,fp-row-count,66,
route,num_vias,3598,
yosys,ys_area,0.00455,mm²
clock_network,cts_tree,"yes",
route,drt-vias-per-instance,3.09,
die,floorplan.io_pins,340,
yosys,adder_share,0,
final_timing,final.min_clock_period,1.12,ns
worst_setup_path,crit_chain,"buf_6",
die,core,0.0328,mm²
die,design.die.area,0.0412,mm²
clock_network,ctsLongestPathBuffers,2,
worst_setup_path,worstSetupPathType,"reg2out",
placement,numPortBuffers,339,
yosys,synthesis.yosys.warnings,1,
yosys,synthesized_netlist_cell_count,356,
worst_setup_path,critPathLaunchType,"flip-flop",
yosys,post_synth.cell_area_avg,12.8,µm²
worst_setup_path,timing.critical_path.max_delay_family,"flip-flops",
power,p_per_area,1810,mW/mm²
worst_setup_path,crit_path_end_kind,"output port",
clock_network,cts.clk_slew.worst_paths,0.07,ns
power,finalPower,15.3,mW
final_timing,grt_setup_unrepaired,"true",
cells_and_area,drive_gt1_frac,0.341,
yosys,synth.mux.area_fraction,0,
placement,post-place-cells,1132,
route,detail_route.wl_per_cell,15.1,µm
worst_setup_path,timing.critical_path.arrival,0.92,ns
final_timing,timing.fmax,893,MHz
yosys,synth-async-reset-ratio,0,
yosys,post_synth_ao_oa_area_fraction,0,
grt,grt_pass1_wl,25200,µm
power,irDropWorstVdd,1.05,mV
placement,dp_hpwl,14200,µm
yosys,synth.logic.top_family,"simple AND/OR/NAND/NOR gates",
final_timing,worst_slew_pin_slew,0.195,ns
worst_setup_path,timing.critical_path.buf_inv,1,
worst_setup_path,cp.required,0.80,ns
yosys,seq_area_frac_synth,0.744,
yosys,synth_area,0.00455,mm²
flow_run,tally_of_openroad_warnings,27,
clock_network,cts_max_level,4,
yosys,synth.top_cells.by_count,"dfxtp_1, nor2b_1, and2b_1, buf_2, clkbuf_1",
grt,grt_overflow,0,
route,detail-route-antenna-nets,0,
cells_and_area,finish.utilization,0.258,
final_timing,max-slew-margin-rel,0.870,
cells_and_area,layout-area-overhead-vs-synth,85.9,%
die,die-width,203,µm
yosys,top_cells_by_area,"dfxtp_1, nor2b_1, and2b_1",
grt,first_global_vias,3735,
clock_network,cts_inserted_buffers,17,
final_timing,post-route-worst-setup-slack,-0.120,ns
grt,grt_max_degree,32,
power,static-leakage-power,3.70,nW
cells_and_area,flop_area,0.00343,mm²
yosys,post-synth-top-area-cell,"dfxtp_1",
route,insertedDiodeCount,0,
worst_setup_path,cp_slowest_stage_delay,0.37,ns
route,drc_errors,0,
grt,grt_antenna_before_repair,0,
clock_network,clockRootBuffer,"clkbuf_16",
yosys,ys.flop_type,"dfxtp_1",
die,chip_height,203,µm
worst_setup_path,cp_max_fo,1,
route,drt_pass1_iterations,4,
flow_run,drv_cap,0,
yosys,postSynthRegisterBits,169,
==> stage by stage <==
step,setup TNS [ns],hold slack (ns),cell area (µm²),worst slack (ns)
floorplan,0,0.325,4550,0.258
global placement,-1.23,0.505,8560,-0.178
detailed placement,-1.22,0.507,8560,-0.165
CTS,-13.97,0.0144,8410,-0.162
global route,-15.67,0.0290,8450,-0.167
finish,-6.55,0.0437,8450,-0.120
==> layout make-up <==
| cell class | count | area share |
|---|---|---|
| Timing Repair Buffer | 352 | 0.331 |
| Clock inverter | 14 | 0.0194 |
| Sequential cell | 169 | 0.406 |
| Clock buffer | 17 | 0.0504 |
| Multi-Input combinational cell | 169 | 0.127 |
| Tap cell | 442 | 0.0655 |
==> state kept, by name, indices dropped and copies added, names as in the netlist <==
signal,flops
PC_plus4_out,32
regwrite_out,1
inst_data_out,32
memwrite_out,4
invalid_out,1
rdata2_out,32
immgen_out,32
memtoreg_out,1
ALUout_out,32
regin_out,2
==> routing by layer <==
layer / track usage / wire [µm] / vias up
met3: 0.0372 / 1780 / 11
met4: 0.0131 / 304 / 0
met1: 0.0963 / 6860 / 1639
li1: - / - / 1773
met5: 0 / 0 / -
met2: 0.138 / 8590 / 175
==> where the power goes <==
| part | internal, mW | switching [mW] | leakage, nW |
|---|---|---|---|
| Clock | 3.74 | 2.97 | 0.285 |
| Sequential | 7.10 | 0.0883 | 1.42 |
| Combinational | 1.06 | 0.376 | 1.99 |
==> repair_timing <==
item / in CTS / in global routing
setup endpoints to repair: 169 / 169
pin swaps: 0 / 0
gates resized: 603 / 11
hold buffers: 0 / 0
setup buffers: 0 / 0
==> logic make-up after synthesis <==
group,count (synthesis)
buf+inv,18
flops,169
simple gates,169
==> cells in the final DEF (no fill, tap or decap) <==
| master | count |
|---|---|
| clkdlybuf4s50_1 | 169 |
| nor2b_1 | 154 |
| buf_2 | 154 |
| dfxtp_1 | 137 |
| dfxtp_2 | 29 |
| clkbuf_16 | 17 |
| and2b_1 | 15 |
| buf_6 | 15 |
| buf_4 | 9 |
| inv_6 | 5 |
| buf_12 | 5 |
| dfxtp_4 | 3 |
| clkinvlp_4 | 2 |
| bufinv_16 | 2 |
| inv_8 | 2 |
| clkinv_4 | 2 |
| clkinv_2 | 1 |
==> path summary, 6_finish.rpt <==
path	from	to	slack, ns	cells past startpoint
worst max-delay path	PC_plus4_out[28]	PC_plus4_out[28]	-0.12	1
worst min-delay path	reset	PC_plus4_out[9]	0.04	2
Power is estimated from default activity; no workload was simulated.

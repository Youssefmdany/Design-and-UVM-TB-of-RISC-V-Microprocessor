--- flow/run.sh ---
#!/bin/bash
# OpenROAD 26Q1-2900-gdf79404cd8, Yosys 0.63+post, stock flow scripts
make -C /OpenROAD-flow-scripts/flow DESIGN_CONFIG=/design/flow/config.mk WORK_HOME=/design/flow/orfs finish
--- flow/config.mk ---
export PLATFORM = sky130hd
export DESIGN_NAME = MEM_WB
export DESIGN_NICKNAME = MEM_WB
export VERILOG_FILES = /design/flow/design.v
export SDC_FILE = /design/flow/constraint.sdc
export NUM_CORES = 4
export LEC_CHECK = 1
export CORE_AREA = 10 10 172 172
export DIE_AREA = 0 0 182 182
--- flow/constraint.sdc ---
current_design MEM_WB

set clk_period 1.0
set clk_io_pct 0.2

create_clock -name clk0 -period $clk_period [get_ports {clk}]

set non_clock_inputs [all_inputs -no_clocks]
set_input_delay [expr $clk_period * $clk_io_pct] -clock clk0 $non_clock_inputs
set_output_delay [expr $clk_period * $clk_io_pct] -clock clk0 [all_outputs]
--- flow/design.v ---
`timescale 1ns / 1ns
module MEM_WB(
		 	 	 	  input clk,
		 	 	 	  input reset,
  	 	 	 	     input memtoreg_in,
   	 	 	 	  input regwrite_in,
   	 	 	 	  input [31:0] ALUout_in,
    	 	 	 	  input [31:0] Rdata_in,
    	 	 	 	  input [31:0] immgen_in,
   	 	 	 	  input [31:0] PC_plus4_in,
   	 	 	 	  input [1:0] regin_in,
		 	 	 	  input [31:0] inst_data_in,
		 	 	 	  input [31:0] Data_addr_in,
		 	 	 	  input invalid_in,
		 	 	 	  output logic invalid_out,
		 	 	 	  output logic [31:0] Data_addr_out,
		 	 	 	  output logic [31:0] inst_data_out,
   	 	 	 	  output logic [1:0] regin_out,
   	 	 	 	  output logic [31:0] PC_plus4_out,
   	 	 	 	  output logic [31:0] immgen_out,
   	 	 	 	  output logic [31:0] ALUout_out,
   	 	 	 	  output logic [31:0] Rdata_out,
   	 	 	 	  output logic memtoreg_out,
   	 	 	 	  output logic regwrite_out
  	 	 	 	 	 	 	 	 	 	 	 	 	 	 	 	   );
always_ff@(posedge clk)begin
        if(reset) begin 
	 ALUout_out = 0;
	 memtoreg_out = 0;
	 regwrite_out = 0;
	 regin_out = 0;
	 immgen_out = 0;
	 Rdata_out = 0;
	 PC_plus4_out = 0;
	 inst_data_out = 0;
	 Data_addr_out = 0; 
	 invalid_out =0;
	 Rdata_out = 0;
        end
       else begin 
	 ALUout_out <= ALUout_in;
	 memtoreg_out <= memtoreg_in;
	 regwrite_out <= regwrite_in;
	 regin_out <= regin_in;
	 immgen_out <= immgen_in;
	 Rdata_out <= Rdata_in;
	 PC_plus4_out <= PC_plus4_in;
	 inst_data_out <= inst_data_in;
	 Data_addr_out <= Data_addr_out; 
	 invalid_out <= invalid_in;
        end	 
end
endmodule
==> summary.txt <==
Main metrics from the flow reports.

The top-level port count is 396. Compared with the post-synthesis result, the final layout area differs by 75.9%. Before any placement, the netlist area is recorded as 4670 um2. The power report puts the net switching power at 0.00333 W. According to the floorplan report, the die width is 182 um. The vias after detailed routing is 3580. The clock tree synthesis step divided the H-tree into 4 levels.

The count of nets left with antenna violations once routing finished came out at 0. Synthesis handed over a netlist of 381 instances. Setup repair after global routing could not meet its margin everywhere.

Hold is met by 0.0545 ns. The count of antenna diodes in the layout came out at 0. The synthesis report lists the most area-consuming cells as dfxtp_1 (71%), nor2b_1 (22%), buf_4 (5.1%), buf_2 (1.8%), clkbuf_1 (0.080%). The post-synthesis average cell area came out at 12.3 um2. The total area of sequential cells is 3340 um2. The sequential share of power came out at 46.6%. The most critical setup path has its startpoint at regin_out[1]$_SDFF_PP0_.

Per the synth stats, the flop cell with the highest instance count is dfxtp_1. Counting endpoints that fail hold in the final report gives 0. In this build the clock could be raised as far as 0.912 GHz. The fraction of power consumed by the clock network is 44.2%. Per the detailed-route log, wirelength across all metal layers totals 16.7 mm. The flow ran to the end, but the final reports show violations.

The portion of synthesized cell area occupied by the leading cell type came out at 70.8%. The Yosys warning count came out at 1. At the end of routability-driven placement, the weighted congestion stood at 0.783. Net switching is 22.2% of the power. Across the run, the number of max-cap violations was 0. The floorplan die area came out at 33100 um2. In the Yosys stats the netlist draws on 6 distinct library cells. The count of library flops with an enable pin is 0. The internal power is 0.0117 W.

The number of buffer and inverter instances along the worst setup path came out at 1. The highest ir drop seen on vdd came out at 0.00102 V. The power per standard cell area came out at 1830 nW/um2.

Per STA, the worst path is made up of buf_6. The clock tree has to reach 165 sinks. Summing the sequential cell areas from Yosys gives 70.8% of the chip area.

The final reports fail on negative setup slack. The via count of the first global-routing pass is 3852. The number of detailed-route iterations in the first pass came out at 4.

The synthesis report gives the async set-or-reset register share as 0%. The arrival time at the worst endpoint came out at 0.90 ns. The area occupied by multi-input gates came out at 1150 um2. The clock transition at the registers of the reported paths is 0.07 ns. The area of placed instances is 8360 um2. The required time of the critical path came out at 0.80 ns.

The TritonCTS clock tree is done. In this run, the number of DRC markers left after iteration 0 of detailed routing was 48. Global routing used 9.59% of the available tracks across all layers. STA classifies the critical path startpoint as a register. The initial antenna violation count is 0. The largest stage delay on the critical path came out at 0.37 ns.

The die height came out at 182 um. The average wire per cell in the routed design is 15.5 um. All stages included, the depth of the critical timing path comes to 1. The combinational share of power came out at 9.2%. The category of the most critical setup path is reg -> out. The script parses the final routing iteration and logs DRC violations as 0.

Clock tree synthesis inserted a total of 17 buffers. The buffer depth of the longest clock path is 2. Broken down by cell family, the worst path's largest delay share belongs to flip-flops. For this configuration, the core starts out at a cell density of 18.0%. The register bit total from synthesis is 165. Entering global routing, the biggest net connects 32 pins. Pins over their slew limit in the final report were tallied at 0. The root buffer cell chosen for the clock tree is clkbuf_16.

Among all stages on the critical path, the largest delay is contributed by dfxtp_4. The remaining global-route overflow is 0. In the final report, the number of endpoints failing setup comes to 164.

Per the detail_route report, vias per standard cell equal 3.33. The quantity of I/O buffers inserted on ports is 331. The critical path endpoint category is a primary output. The HPWL after detailed placement is 13.6 mm.

The core box area is 25900 um2. The chip area estimate from yosys synthesis is 4670 um2. The path type of the worst min-delay path is in -> reg. Post-CTS timing repair inserted 0 buffers for setup. The proportion of layout cells with a drive suffix above 1 is 32.0%. The first global-routing pass estimated 24.0 mm of wire. The timing endpoint of the critical path is regin_out[1]. The number of filler instances in the final layout is 2689.

The time the final worst path needs with I/O delays and setup is 1.10 ns. The final critical-path setup slack came out at -0.0961 ns. The row count is 59. Sorting the synthesized cells by how often they occur yields dfxtp_1 (165), nor2b_1 (165), buf_4 (32). The static leakage power is 3.68 nW. The biggest area consumer among synthesized cells is dfxtp_1. The synthesized netlist was found by Yosys to have 381 cells. OpenROAD emitted warnings numbering 59.

After routing the design area is 8210 um2. The final critical-path share of the clock period is 110%. The maximum fanout along the worst path is 1.
## state kept, by name (all words and copies together), names as in the netlist
signal	count
invalid_out	1
PC_plus4_out	32
regwrite_out	1
Rdata_out	32
ALUout_out	32
memtoreg_out	1
immgen_out	32
inst_data_out	32
regin_out	2
## through the flow
step / cells / total power, W / setup slack [ns] / setup TNS [ns] / util, %
2_1_floorplan: 412 / 0.00745 / 0.298 / 0 / -
3_3_place_gp: 1044 / 0.00890 / -0.221 / -0.391 / 32.2
3_5_place_dp: 1044 / 0.00890 / -0.219 / -0.409 / 32.2
4_1_cts: 1076 / 0.0153 / -0.141 / -7.64 / 31.5
5_1_grt: 1076 / 0.0158 / -0.144 / -10.86 / 31.7
6_report: 1076 / 0.0150 / -0.0961 / -2.78 / 31.7
## power by group through the flow
stage     logic, W  registers, W  clock network, W
6_report   0.00138       0.00701           0.00665
5_1_grt    0.00153       0.00704           0.00720
4_1_cts    0.00141       0.00700           0.00693
## worst min-delay path by stage
stage,start,end,cells past startpoint
CTS,reset,inst_data_out[2]$_SDFF_PP0_,2
global route,reset,inst_data_out[2]$_SDFF_PP0_,2
finish,reset,inst_data_out[2]$_SDFF_PP0_,2
## repair_timing
action | CTS | global route
hold buffers | 0 | 0
setup endpoints to repair | 165 | 165
gates resized | 550 | 18
## final cells by class
cell class	instances	share of cell area, %
flip-flops and latches	165	40.7
repair buffers	347	33.0
multi-input cells	197	14.0
clock buffers	18	5.23
well taps	335	5.11
clock inverters	14	2.01
## logic make-up after synthesis
family,synth area share (%)
simple gates,22.1
buf+inv,7.05
other cells,0.0803
flops,70.8
## layout by cell type, fill, tap and decap left out
cell type / Yosys / layout
bufinv_16: 0 / 2
clkbuf_1: 1 / 1
buf_2: 17 / 157
nor2b_1: 165 / 165
clkbuf_16: 0 / 17
buf_4: 32 / 13
clkdlybuf4s50_1: 0 / 165
dfxtp_2: 0 / 22
clkinv_4: 0 / 4
dfxtp_1: 165 / 141
clkinvlp_4: 0 / 1
buf_12: 0 / 4
clkinv_2: 0 / 1
inv_6: 0 / 4
inv_8: 0 / 2
conb_1: 1 / 32
buf_6: 0 / 8
dfxtp_4: 0 / 2
## routing by layer
metal | vias to the layer above | GRT usage, % | share of wire [%]
met5 | - | 0 | 0
met4 | 0 | 0.976 | 0.98
met3 | 9 | 5.98 | 14
met2 | 236 | 15.5 | 45
met1 | 1564 | 11.0 | 39
li1 | 1771 | - | -
Power figures rest on the tool's default switching activity, not on a simulated workload.

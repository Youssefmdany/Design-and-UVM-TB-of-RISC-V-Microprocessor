==> ./design.v <==
`timescale 1ns / 1ns
module ID_EX(
	 	 	 	 	 input clk,
                                         input reset,
 	 	   	 	 input [1:0] regin_in,
	 	 	 	 	 input [2:0] branch_in,
	 	 	 	 	 input memtoreg_in,
	 	 	 	 	 input [1:0] ALUop_in,
	 	 	 	 	 input [1:0] ALUsrc_in,
	 	 	 	 	 input  regwrite_in,
	 	 	 	 	 input [3:0] memwrite_in,
	 	 	 	 	 input [31:0] rdata1_in,
	 	 	 	 	 input [31:0] rdata2_in,
	 	 	 	 	 input opinvalid_in,
	 	 	 	 	 input ACK_in,
	 	 	 	 	 input [31:0] immgen_in,
	 	 	 	 	 input [31:0] PC_in,
                input [3:0] mul_div_op_in,
	 	 	 	 	 input [31:0] inst_data_in,
	 	 	 	 	 output logic ACK_out,
	 	 	 	 	 output logic opinvalid_out,
	 	 	 	 	 output logic[31:0] rdata1_out,
	 	 	 	 	 output logic[31:0] rdata2_out,
	 	 	 	 	 output logic[31:0] immgen_out,
	 	 	 	 	 output logic[1:0] regin_out,
	 	 	 	 	 output logic[2:0] branch_out,
	 	 	 	 	 output logic memtoreg_out,
	 	 	 	 	 output logic[1:0] ALUop_out,
	 	 	 	 	 output logic[1:0] ALUsrc_out,
	 	 	 	 	 output logic regwrite_out,
	 	 	 	 	 output logic[3:0] memwrite_out,
	 	 	 	 	 output logic[31:0] PC_out,
                output logic [3:0] mul_div_op_out,
	 	 	 	 	 output logic[31:0] inst_data_out
	 	 	 	 	 	 	 	 	 	 	 	 	 	     	  );
always_ff @(posedge clk) begin
        if(reset)begin
	regin_out =0;
	branch_out = 0;
	memtoreg_out = 0;
	ALUop_out = 0;
	ALUsrc_out = 0;
	regwrite_out = 0;
	memwrite_out = 0;
	rdata1_out = 0;
	rdata2_out = 0;
	immgen_out = 0;
	PC_out = 0;
	inst_data_out = 0;
	opinvalid_out = 0;
	ACK_out = 0;
	mul_div_op_out = 4'b1111 ;
        end
       else begin
	regin_out <= regin_in;
	branch_out <= branch_in;
	memtoreg_out <= memtoreg_in;
	ALUop_out <= ALUop_in;
	ALUsrc_out <= ALUsrc_in;
	regwrite_out <= regwrite_in;
	memwrite_out <= memwrite_in;
	rdata1_out <= rdata1_in;
	rdata2_out <= rdata2_in;
	immgen_out <= immgen_in;
	PC_out <= PC_in;
	inst_data_out <= inst_data_in;
	opinvalid_out <= opinvalid_in;
	ACK_out <= ACK_in;
        mul_div_op_out <= mul_div_op_in;
    end
end
endmodule
==> ./run.sh <==
#!/bin/bash
# OpenROAD 26Q1-2900-gdf79404cd8, Yosys 0.63+post, stock flow scripts
make -C /OpenROAD-flow-scripts/flow DESIGN_CONFIG=/design/flow/config.mk WORK_HOME=/design/flow/orfs finish
==> ./config.mk <==
export PLATFORM = sky130hd
export DESIGN_NAME = ID_EX
export DESIGN_NICKNAME = ID_EX
export VERILOG_FILES = /design/flow/design.v
export SDC_FILE = /design/flow/constraint.sdc
export NUM_CORES = 4
export LEC_CHECK = 1
export CORE_AREA = 10 10 199 199
export DIE_AREA = 0 0 209 209
==> ./constraint.sdc <==
current_design ID_EX

set clk_period 1.0
set clk_io_pct 0.2

create_clock -name clk0 -period $clk_period [get_ports {clk}]

set non_clock_inputs [all_inputs -no_clocks]
set_input_delay [expr $clk_period * $clk_io_pct] -clock clk0 $non_clock_inputs
set_output_delay [expr $clk_period * $clk_io_pct] -clock clk0 [all_outputs]
==> results_slide.txt <==
Synthesis and Place & Route Summary

Outcome
  • Status: complete, but fails checks
  • Violated checks: negative setup slack

Placed design
  • Pre-CTS setup slack: -0.181 ns
  • Dpl hpwl: 15.4 mm
  • IO Port Bufs: roughly 360
  • DP Area: ~9100 um^2
  • Dpl cells: ~1200
  • Gp weighted congestion: roughly 0.80

Floorplanning
  • Core Area: 35400 um^2
  • Placement Rows: ~69
  • Chip width: 209 um
  • Init Core Util: 13.8%
  • Chip Height: approximately 210 um
  • Die area: between 40000 and 50000 um^2
  • # IOs: between 300 and 400

Final layout
  • Share of layout cells above drive strength 1: between 30% and 40%
  • Post-layout util: between 20% and 30%
  • Reg area: 3690 um^2
  • Comb. cell area: 1150 um^2
  • # fillers: between 3000 and 4000
  • Non-Filler Instances: 1230
  • Area growth syn-to-layout: 83.4%
  • Cell area after layout: 8950 um^2

Power and ir drop
  • P_sw: between 0.003 and 0.004 W
  • Comb power frac: a little under a tenth
  • Switch share: about 22%
  • Seq pwr share: between 40% and 50%
  • Static leakage: 3.92 nW
  • Power Dens Cells: roughly 1800 nW/um^2
  • Clock share of power: a little over two fifths
  • VDD IR max: around 1.2 mV
  • Internal: about 0.012 W

Setup path
  • Critical Path AT: between 0.9 and 1 ns
  • Startpoint Class: flop
  • Crit path kind: reg -> out
  • Crit path max fanout: 1
  • Crit end category: output pin
  • CP top delay family: flip-flops
  • Levels on crit path: 1
  • CP Buf/Inv Count: 1
  • CP max-delay cell: dfxtp_4
  • Crit path cell chain: buf_6
  • CP peak stage delay: between 0.3 and 0.4 ns
  • Required @ worst endpoint: around 0.8 ns

Route
  • Via/cell ratio: ~3.1
  • Residual DRC: 0
  • Antenna cells: 0
  • DR WL/cell: around 15 um
  • Final ANT Viol Nets: 0
  • 1st-iter DRT viols: around 100
  • Drt first pass iters: 4
  • Total detailed-routing wirelength: approximately 19 mm
  • DR vias: just under 4000

Final timing
  • Final period utilization: 111%
  • Fin. Hold Viols: 0
  • Post-layout minimum cycle time: around 1.1 ns
  • Fmax: between 0.8 and 0.9 GHz
  • Worst-margin pin slew: 0.258 ns
  • Worst rel slew slack: 82.8%
  • Final setup violation count: around 180
  • Final Worst Setup Slack: -0.111 ns
  • Fin. max-slew vios: 0
  • RSZ-0062 raised after global routing: yes
  • TNS Setup: -7.80 ns

Yosys
  • Yosys top cell by area: dfxtp_1
  • Register area share after synthesis: 74.2%
  • Yosys Instances: 382
  • Top cells by count: dfxtp_1 (181), nor2b_1 (159), and2b_1 (18)
  • Synthesis area per yosys: roughly 4900 um^2
  • Syn_area_per_cell: about 13 um^2
  • Post-synth EDFFs: 0
  • Mapped Cells: about 380
  • Synth top area share: approximately three quarters
  • Top cells by area, synth: dfxtp_1 (74%), nor2b_1 (20%), and2b_1 (2.8%)
  • Syn Std Cell Area: between 4000 and 5000 um^2
  • Yosys warns: 1
  • Async set or reset register ratio after synthesis: 0%
  • Synth Flop Type: dfxtp_1
  • Distinct lib cells used: 8
  • Ys flops: ~180
  • Cell with the most instances after synthesis: dfxtp_1

Clock tree
  • CTS Buffer Depth: 2
  • H-tree level count: 4
  • TritonCTS clock tree: done
  • Clock root buffer: clkbuf_16
  • Clk sinks: 181
  • Cts bufs inserted: 17
  • Hold-fix buffers, CTS: 0
  • Clock Pin Slew Worst Setup and Hold Paths: around 0.07 ns
  • Post-CTS Setup Bufs: 0

Global routing
  • Overall routing resource usage: ~8.5%
  • Vias in the first global route: about 4100
  • Overflow after GRT: 0
  • First-pass GRT wire length: roughly 28 mm
  • Antenna violations before repair: 2
  • Largest net degree at the start of global routing: 55

Job
  • Max-cap check violation count: 0
  • Log Warnings: 27

Min path
  • Hold Crit Depth: 3
  • Worst Hold Class: in -> reg
-- timing repair --
item | 4_1_cts | 5_1_grt
endpoints found under the hold margin | 0 | 0
resized | 641 | 23
endpoints found under the setup margin | 181 | 181
-- area by class of cell --
| type | instances | area share, % |
|---|---|---|
| Clock buffer | 18 | 4.79 |
| Sequential cell | 181 | 41.2 |
| Multi-Input combinational cell | 181 | 12.9 |
| Timing Repair Buffer | 375 | 33.0 |
| Clock inverter | 14 | 1.68 |
| Tap cell | 461 | 6.44 |
-- registers in the layout, summed over array words and instances, names as in the netlist --
name	cells
ACK_out	1
ALUop_out	2
ALUsrc_out	2
PC_out	32
branch_out	3
immgen_out	32
inst_data_out	32
memtoreg_out	1
memwrite_out	4
mul_div_op_out	4
opinvalid_out	1
rdata1_out	32
rdata2_out	32
regin_out	2
regwrite_out	1
-- layout by cell type (no fill, tap or decap), types with 3 or more instances in the layout --
| cell | netlist | layout |
|---|---|---|
| and2b_1 | 18 | 18 |
| buf_12 | 0 | 3 |
| buf_2 | 8 | 165 |
| buf_4 | 1 | 9 |
| buf_6 | 2 | 17 |
| clkbuf_16 | 0 | 17 |
| clkdlybuf4s50_1 | 0 | 181 |
| clkinv_2 | 0 | 4 |
| dfxtp_1 | 181 | 135 |
| dfxtp_2 | 0 | 44 |
| inv_6 | 0 | 3 |
| nor2b_1 | 159 | 159 |
| or2_1 | 4 | 4 |
-- path summary, 6_finish.rpt --
path	from	to	slack (ns)
min	reset	PC_out[21]$_SDFF_PP0_	0.19
max	immgen_out[11]$_SDFF_PP0_	immgen_out[11]	-0.11
-- through the flow --
stage	power [W]	hold WS, ns
after floorplan	0.00809	0.297
after global placement	0.00976	0.648
after detailed placement	0.00977	0.651
after CTS	0.0163	0.168
after global routing	0.0167	0.176
final	0.0160	0.187
-- layer usage --
metal | vias up | GRT usage (%) | part of all wire [%]
met1 | 1707 | 10.2 | 41
met3 | 12 | 5.01 | 13
met4 | 2 | 0.819 | 1.0
met2 | 237 | 13.2 | 45
met5 | - | 0 | 0.090
li1 | 1892 | - | -
-- cells by family (layout without fill, tap and decap cells) --
family,count (synthesis),after routing,share of synthesized area (%)
DFF,181,181,74.2
and+or+nand+nor,181,181,23.7
buffers and inverters,20,407,2.13
-- power groups by stage --
stage / sequential [W] / combinational (W) / clock (W)
4_1_cts: 0.00772 / 0.00155 / 0.00702
5_1_grt: 0.00776 / 0.00168 / 0.00730
6_report: 0.00772 / 0.00152 / 0.00671
Power and IR drop assume default switching activity.
